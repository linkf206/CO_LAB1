===== run.sh =====
#!/bin/bash
# OpenROAD 26Q1-2900-gdf79404cd8, Yosys 0.63+post, stock flow scripts
make -C /OpenROAD-flow-scripts/flow DESIGN_CONFIG=/design/flow/config.mk WORK_HOME=/design/flow/orfs finish

===== config.mk =====
export PLATFORM = sky130hd
export DESIGN_NAME = alu
export DESIGN_NICKNAME = alu
export VERILOG_FILES = /design/flow/design.v
export SDC_FILE = /design/flow/constraint.sdc
export NUM_CORES = 4
export LEC_CHECK = 1
export CORE_UTILIZATION = 40

===== constraint.sdc =====
current_design alu

set clk_period 18.7
set clk_io_pct 0.2

create_clock -name clk0 -period $clk_period [get_ports {clk}]

set non_clock_inputs [all_inputs -no_clocks]
set_input_delay [expr $clk_period * $clk_io_pct] -clock clk0 $non_clock_inputs
set_output_delay [expr $clk_period * $clk_io_pct] -clock clk0 [all_outputs]

===== design.v =====
`timescale 1ns/1ps
module alu(
           clk,            
           rst_n,          
           src1,           
           src2,           
           ALU_control,    
           result,         
           zero,           
           cout,           
           overflow        
           );
input           clk;
input           rst_n;
input  [32-1:0] src1;
input  [32-1:0] src2;
input   [4-1:0] ALU_control;
output [32-1:0] result;
output          zero;
output          cout;
output          overflow;
wire    [32-1:0] result;
wire             zero;
wire             cout;
wire             overflow;
parameter And = 4'b0000, Or  = 4'b0001, Add = 4'b0010,
          Sub = 4'b0110, Nor = 4'b1100, Slt = 4'b0111;
wire [31-1:0] t_cout;                                  
wire [32-1:0] cin;									   
wire          set;									   
reg   [3-1:0] operation;
reg  [32-1:0] r_src1, r_src2;                          
reg           cin0;                                    
assign cin = t_cout << 1;							   
assign zero = ~(| result);							   
always@( posedge clk or negedge rst_n ) 
begin
	if(!rst_n) begin								   
		operation = 3'b000;
		r_src1 = 0;
		r_src2 = 0;
		cin0 = 0;
	end
	else begin
		case(ALU_control)
			And: 
			begin
				operation = 3'b001;
				cin0 = 0;
			end
			Or:  
			begin
				operation = 3'b010;
				cin0 = 0;
			end
			Add: 
			begin
				operation = 3'b011;
				cin0 = 0;
			end
			Sub: 
			begin
				operation = 3'b100;
				cin0 = 1;							   
			end
			Nor: 
			begin
				operation = 3'b101;
				cin0 = 0;
			end
			Slt: 
			begin
				operation = 3'b110;
				cin0 = 1;
			end
			default: operation = 3'b111;
		endcase
		r_src1 = src1;
		r_src2 = src2;
	end
end
genvar idx;
generate
	for (idx = 0; idx < 32; idx = idx + 1)
	begin: BLOCK
		if(idx == 0)								  
			begin
				alu_top alu_topI(				
					.src1(r_src1[idx]),
					.src2(r_src2[idx]),
					.less(set),
					.A_invert(~r_src1[idx]),
					.B_invert(~r_src2[idx]),
					.cin(cin0),
					.operation(operation),
					.result(result[idx]),
					.cout(t_cout[idx])
				);
			end
		else if(idx == 31)							  
			begin
				alu_bottom alu_bottomI(
					.src1(r_src1[idx]),
					.src2(r_src2[idx]),
					.less(1'b0),
					.A_invert(~r_src1[idx]),
					.B_invert(~r_src2[idx]),
					.cin(cin[idx]),
					.operation(operation),
					.result(result[idx]),
					.cout(cout),
					.set(set),
					.overflow(overflow)
				);
			end
		else										  
			begin
				alu_top alu_topI(
					.src1(r_src1[idx]),
					.src2(r_src2[idx]),
					.less(1'b0),
					.A_invert(~r_src1[idx]),
					.B_invert(~r_src2[idx]),
					.cin(cin[idx]),
					.operation(operation),
					.result(result[idx]),
					.cout(t_cout[idx])
				);
			end
	end
endgenerate
endmodule
`timescale 1ns/1ps
module alu_bottom(
			   src1,        
               src2,        
               less,        
               A_invert,    
               B_invert,    
               cin,         
               operation,   
               result,      
               cout,        
			   set,         
			   overflow     
               );
input         src1;
input         src2;
input         less;
input         A_invert;
input         B_invert;
input         cin;
input [3-1:0] operation;
output        result;
output        cout;
output        set;
output        overflow;
reg           result, cout, set, overflow;
parameter AND = 3'b001, 
          OR  = 3'b010,
          ADD = 3'b011,
		  SUB = 3'b100,
		  NOR = 3'b101,
		  SLT = 3'b110;
always@(*)
begin
	case(operation)
		AND: 
			begin
				result = src1 & src2;
				cout = 1'b0;
				set = 1'b0;
				overflow = 1'b0;
			end
		OR: 
			begin
				result = src1 | src2;
				cout = 1'b0;
				set = 1'b0;
				overflow = 1'b0;
			end
		ADD: 
			begin
				result = src1 ^ src2 ^ cin;
				cout = (src1 & src2) | (cin & (src1 | src2));
				set = 1'b0;
				overflow = (src1 ^ src2)? 1'b0:                             
				           (src1 ^ src2 ^ cin == src1)? 1'b0:               
						   1'b1;
			end
		SUB:                                                                
			begin
				result = src1 ^ B_invert ^ cin;
				cout = (src1 & B_invert) | (cin & (src1 | B_invert));
				set = 1'b0;
				overflow = (src1 ^ B_invert)? 1'b0:
				           (src1 ^ B_invert ^ cin == src1)? 1'b0:
						   1'b1;
			end
		NOR:
			begin
				result = A_invert & B_invert;
				cout = 1'b0;
				set = 1'b0;
				overflow = 1'b0;
			end
		SLT:
			begin
				result = less;
				cout = 1'b0;
				set = (src1 ^ src2)? ~(src1 < src2):                        
									 src1 ^ B_invert ^ cin;                 
				overflow = 1'b0;
			end
		default:
			begin
				result = 1'b0;
				cout = 1'b0;
				set = 1'b0;
				overflow = 1'b0;
			end
	endcase
end
endmodule
`timescale 1ns/1ps
module alu_top(
			   src1,        
               src2,        
               less,        
               A_invert,    
               B_invert,    
               cin,         
               operation,   
               result,      
               cout         
               );
input         src1;
input         src2;
input         less;
input         A_invert;
input         B_invert;
input         cin;
input [3-1:0] operation;                                                     
output        result;
output        cout;
reg           result, cout;
parameter AND = 3'b001, 
          OR  = 3'b010,
          ADD = 3'b011,
		  SUB = 3'b100,
		  NOR = 3'b101,
		  SLT = 3'b110;
always@(*)																	 
begin
	case(operation)
		AND: 
			begin
				result = src1 & src2;
				cout = 1'b0;
			end
		OR: 
			begin
				result = src1 | src2;
				cout = 1'b0;
			end
		ADD: 
			begin
				result = src1 ^ src2 ^ cin;
				cout = (src1 & src2) | (cin & (src1 | src2));
			end
		SUB:  																 
			begin
				result = src1 ^ B_invert ^ cin;
				cout = (src1 & B_invert) | (cin & (src1 | B_invert));
			end
		NOR:																 
			begin
				result = A_invert & B_invert;
				cout = 1'b0;
			end
		SLT:																 
			begin
				result = less;
				cout = (src1 & B_invert) | (cin & (src1 ^ B_invert));
			end
		default:
			begin
				result = 1'b0;
				cout = 1'b0;
			end
	endcase
end
endmodule

==> results.rst <==
Flow metrics
------------

.. list-table::
   :header-rows: 1

   * - Metric
     - Value
   * - Min-delay worst type
     - reg -> reg
   * - Initial core utilization
     - 0.4079
   * - Row cnt
     - 50
   * - Sequential fraction of design power
     - 0.339
   * - Antenna violations before repair
     - 0
   * - Area of the synthesized netlist per yosys stat
     - 0.007604 mm^2
   * - Number of pins exceeding their max-slew limit in the final report
     - 0
   * - Sequential cell area fraction in the yosys report
     - 0.2337
   * - Synth logic family
     - AND-OR/OR-AND gates
   * - Number of warnings issued by yosys
     - 3
   * - Tmin final
     - 13.32 ns
   * - Die Span Y
     - 139.9 um
   * - Switching component of the power
     - 142.9 uW
   * - Run status
     - completed
   * - Quantity of I/O buffers inserted on ports
     - 104
   * - Final number of setup-violating endpoints
     - 0
   * - Count of pins on the block boundary
     - 105
   * - Number of cells in Yosys stat
     - 927
   * - Antenna diode instance count
     - 0
   * - Delay of the slowest cell on the worst path
     - 0.52 ns
   * - Number of buffers inserted by hold repair at cts
     - 0
   * - Crit path to
     - zero
   * - Clk latency late pin
     - 0.35 ns
   * - Number of global-route vias before repair
     - 6,528
   * - Main flop type
     - dfrtp_1
   * - Worst Setup SP
     - operation[1]
   * - Leakage component of the power
     - 0.004031 uW
   * - Pwr Density
     - 55.25 mW/mm^2
   * - Core outline area
     - 0.01864 mm^2
   * - Depth of the most critical reg-to-reg path
     - 2
   * - Cell Type Count
     - 77
   * - Vias after detailed routing
     - 6,692
   * - Class of the most critical setup path
     - reg -> out
   * - CP bufs+invs
     - 4
   * - Endpoint type of the worst setup path
     - primary output
   * - Clock tree sinks
     - 71
   * - Share of synthesized cell area in and, or, nand and nor gates
     - 0.1473
   * - # H-tree levels
     - 3
   * - Syn Inst Count
     - 927
   * - Worst rel slew slack
     - 0.4619
   * - Share of cells above drive strength 1
     - 0.04642
   * - XORs/XNORs by Area
     - 0.03340
   * - P&R area growth vs syn
     - 18.02%
   * - Most numerous cell on the critical path
     - a21oi_1
   * - First-pass iteration count of the detailed router
     - 5
   * - Hold wc startpoint
     - cin0
   * - Number of vias per cell after detailed routing
     - 5.463
   * - Clock slew at the register clock pins of the worst setup and hold paths
     - 0.06 ns
   * - Worst-case vdd ir drop
     - 0.04009 mV
   * - Share of the clock period used by the worst path
     - 0.7121
   * - Worst hold margin
     - 0.6441 ns
   * - First-pass GRT wire length
     - 33.15 mm
   * - Drc violations
     - 0
   * - Pin count of the biggest net entering global routing
     - 49
   * - Transition time of the tightest slew-check pin
     - 0.8052 ns
   * - Routed wirelength normalized by instance count
     - 16.44 um
   * - Internal power summed over all cells
     - 352.8 uW
   * - Synth flops
     - 71
   * - Chip Footprint
     - 0.01956 mm^2
   * - Mux area share
     - 0.02386
   * - Compound Share, Synth
     - 0.2490
   * - Clock share of power
     - 0.407
   * - Grt ovf
     - 0
   * - Biggest fanout along the worst timing path
     - 48
   * - Iteration-0 DRC count of the detailed router
     - 420
   * - CTS resizes
     - 0
   * - Num CTS Buffers
     - 9
   * - End of the worst register-to-register path
     - cin0
   * - Die Wd
     - 139.9 um
   * - Family with the most delay on the worst path
     - AND-OR/OR-AND gates
   * - Average footprint of a synthesized cell
     - 8.202 um^2
   * - Setup slack on the worst flop-to-flop path
     - 17.89 ns
   * - Post-route setup TNS
     - 0 ns
   * - Buffer type at the clock tree root
     - clkbuf_16
   * - ANT nets after route
     - 0
   * - Data arrival, critical path
     - 9.58 ns
   * - Worst path slowest cell
     - fa_1
   * - Maximum clock frequency
     - 75.10 MHz
   * - Clock Tree Buf Depth
     - 2
   * - Setup repair after global routing missed its margin
     - false
   * - Portion of total power attributed to combinational logic
     - 0.254
   * - All-Layer GR Usage
     - 0.2169
   * - CP Launch Type
     - flop
   * - RD Place Congestion
     - 0.8902
   * - Tool warnings
     - 121
   * - Clock tree from TritonCTS
     - yes
   * - Setup bufs post-CTS
     - 0
   * - Asr flop ratio synth
     - 1.000
   * - Final tally of hold violations
     - 0
   * - Worst clock skew
     - 0 ns
   * - Number of synthesized flops with an enable pin
     - 0
   * - Switching part of the total
     - 0.2883
   * - Required time of the critical path
     - 14.96 ns
   * - Logic depth of the worst setup path including buffers
     - 33
   * - Synth Area in Adders
     - 0.2152
   * - Area of the mapped netlist
     - 0.007604 mm^2
   * - RR Startpoint
     - cin0
   * - HPWL after DPL
     - 14.42 mm
   * - Final Routed Wirelength
     - 20.14 mm
   * - Reported max-cap violation count
     - 0
placed cells by master (no fill, tap or decap), types with 4 or more instances in the layout:
master,count
clkbuf_16,9
ha_1,126
nor2b_1,12
xor2_1,10
a221oi_1,16
a2bb2oi_1,6
inv_1,94
and3_1,5
o21ai_0,70
o2111ai_1,9
buf_4,11
a31oi_1,8
clkdlybuf4s50_1,103
a21o_1,10
nand2b_1,9
nor3_1,18
mux2i_1,17
dfrtp_1,71
nand3_1,12
o22ai_1,6
a21oi_1,59
xnor2_1,19
nor3b_1,4
o211ai_1,23
nor2_1,60
nand2_1,87
a22oi_1,17
o21ai_1,8
a211oi_1,7
o21a_1,5
o21bai_1,5
or3_1,8
Yosys cell counts (all sizes together) (6+ instances only):
| library cell | count | area, um^2 |
|---|---|---|
| ha | 126 | 1577 |
| inv | 96 | 360.3 |
| nand2 | 87 | 326.6 |
| o21ai | 79 | 399.1 |
| dfrtp | 71 | 1777 |
| nor2 | 60 | 225.2 |
| a21oi | 59 | 295.3 |
| buf | 42 | 291.5 |
| clkbuf | 24 | 90.09 |
| o211ai | 23 | 172.7 |
| nor3 | 19 | 100.1 |
| xnor2 | 19 | 166.4 |
| a221oi | 17 | 155.1 |
| a22oi | 17 | 127.6 |
| mux2i | 17 | 170.2 |
| nand3 | 12 | 60.06 |
| nor2b | 12 | 75.07 |
| a21o | 10 | 75.07 |
| xor2 | 10 | 87.58 |
| a211oi | 9 | 77.57 |
| nand2b | 9 | 56.30 |
| o2111ai | 9 | 78.83 |
| a31oi | 8 | 50.05 |
| or3 | 8 | 50.05 |
| a2bb2oi | 6 | 52.55 |
| o21bai | 6 | 48.80 |
| o22ai | 6 | 37.54 |
per-layer routing:
metal	GRT usage	wire, um
met1	0.3207	9467
met2	0.3447	9155
met3	0.03436	1220
met4	0.03412	293
met5	0	0
state kept, by name, indices dropped and copies added, names as in the netlist:
| signal | count |
|---|---|
| r_src2 | 32 |
| r_src1 | 32 |
| cin0 | 1 |
| operation | 6 |
logic make-up (layout without fill, tap and decap cells):
family          count (synthesis)  after routing
flops                          71             71
compound gates                281            281
simple gates                  237            237
xor+xnor                       29             29
buf+inv                       162            226
mux                            18             18
fa+ha+maj                     129            129
final cells by class:
type                    count  area, um^2
multi-input cells         694        5085
clock buffers              10       229.0
flip-flops and latches     71        1777
inverters                  96       360.3
repair buffers            114        1114
fillers                  1796        9669
well taps                 234       292.8
clock inverters             6       116.4
worst register-to-register path, stage by stage (launching register included):
cell	delay (ns)
dfrtp_1	0.43
a21oi_1	0.09
a211oi_1	0.20
metrics by stage:
step	worst slack, ns	power [uW]	instances	instance area (um^2)	utilization
after global routing	4.484	522.4	1225	8974	0.4813
after detailed placement	5.778	295.6	1209	8628	0.4628
after CTS	5.361	502.1	1225	8974	0.4813
final	5.385	495.8	1225	8974	0.4813
after floorplan	7.957	251.1	927	7604	-
after global placement	6.129	296.4	1209	8628	0.4628
power groups by stage:
stage	logic, uW	clock network [uW]	registers (uW)
after global routing	140	213	169
after CTS	126	208	168
final	126	202	168
how the worst min path moves through the flow:
stage	end	cells past startpoint
6_report	cin0	2
5_1_grt	cin0	2
4_1_cts	cin0	2
Power and IR drop assume default switching activity.
